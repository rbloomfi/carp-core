[/design/flow/run.sh]
#!/bin/bash
# OpenROAD 26Q1-2900-gdf79404cd8, Yosys 0.63+post, stock flow scripts
make -C /OpenROAD-flow-scripts/flow DESIGN_CONFIG=/design/flow/config.mk WORK_HOME=/design/flow/orfs finish
[/design/flow/config.mk]
export PLATFORM = sky130hd
export DESIGN_NAME = MUL_wrapper
export DESIGN_NICKNAME = MUL_wrapper
export VERILOG_FILES = /design/flow/design.v
export SDC_FILE = /design/flow/constraint.sdc
export NUM_CORES = 4
export LEC_CHECK = 1
export CORE_UTILIZATION = 40
[/design/flow/constraint.sdc]
current_design MUL_wrapper

set clk_period 50.2
set clk_io_pct 0.2

create_clock -name clk0 -period $clk_period [get_ports {clk}]

set non_clock_inputs [all_inputs -no_clocks]
set_input_delay [expr $clk_period * $clk_io_pct] -clock clk0 $non_clock_inputs
set_output_delay [expr $clk_period * $clk_io_pct] -clock clk0 [all_outputs]
[/design/flow/design.v]
module MUL_E (
    input logic [31:0] rs1,
    input logic [31:0] rs2,
    input logic [1:0] mul_op,  
    output logic [63:0] E_product,
    output logic negate,
    output logic [31:0] opA,
    output logic [31:0] opB
);
always_comb begin
    E_product = 64'b0;
    case (mul_op)
        2'b00: begin  
            opA    = (rs1[31]) ? (~rs1 + 1) : rs1;   
            opB    = (rs2[31]) ? (~rs2 + 1) : rs2;
            negate = rs1[31] ^ rs2[31];
        end
        2'b01: begin  
            opA    = (rs1[31]) ? (~rs1 + 1) : rs1;
            opB    = (rs2[31]) ? (~rs2 + 1) : rs2;
            negate = rs1[31] ^ rs2[31];
        end
        2'b10: begin  
            opA    = (rs1[31]) ? (~rs1 + 1) : rs1;  
            opB    = rs2;                            
            negate = rs1[31];
        end
        2'b11: begin  
            opA    = rs1;
            opB    = rs2;
            negate = 1'b0;
        end
    endcase
    for (int i = 0; i < 11; i++) begin
        if (opA[i]) E_product += {32'b0, opB} << i;
    end
end
endmodule
module MUL_M (
    input logic [31:0] opA,
    input logic [31:0] opB,
    input logic negate,
    input logic [63:0] E_product,
    output logic [63:0] M_product
);
always_comb begin
    M_product = E_product;
    for (int i = 11; i < 22; i++) begin
        if (opA[i]) M_product += {32'b0, opB} << i;
    end
end
endmodule
module MUL_W (
    input logic [31:0] opA,
    input logic [31:0] opB,
    input logic negate,
    input logic [1:0] mul_op,  
    input logic [63:0] M_product,
    output logic [31:0] rd
);
logic [63:0] W_product;
logic [63:0] corrected;
always_comb begin
    W_product = M_product;
    for (int i = 22; i < 32; i++) begin
        if (opA[i]) W_product += {32'b0, opB} << i;
    end
    corrected = negate ? (~W_product + 1) : W_product;
end
always_comb begin
    case (mul_op)
        2'b00: rd = corrected[31:0];    
        2'b01: rd = corrected[63:32];   
        2'b10: rd = corrected[63:32];   
        2'b11: rd = corrected[63:32];   
    endcase
end
endmodule
`timescale 1ns / 1ps
module MUL_wrapper
(
    input logic clk,
    input logic rst,
    input logic [31:0] rs1,
    input logic [31:0] rs2,
    input logic [1:0] mul_op,  
    input logic valid_in,
    output logic [31:0] rd,
    output logic ready_out
);
    logic [31:0] e_opA, e_opB;
    logic        e_negate;
    logic [63:0] e_product;
    logic [31:0] m_opA, m_opB;
    logic        m_negate;
    logic [63:0] m_e_product;
    logic [1:0]  m_mul_op;
    logic        m_valid;
    logic [63:0] m_product;
    logic [31:0] w_opA, w_opB;
    logic        w_negate;
    logic [63:0] w_m_product;
    logic [1:0]  w_mul_op;
    logic        w_valid;
    MUL_E mul_e (
        .rs1(rs1),
        .rs2(rs2),
        .mul_op(mul_op),
        .E_product(e_product),
        .negate(e_negate),
        .opA(e_opA),
        .opB(e_opB)
    );
    always_ff @(posedge clk or posedge rst) begin
        if (rst) begin
            m_opA      <= 0;
            m_opB      <= 0;
            m_negate   <= 0;
            m_e_product <= 0;
            m_mul_op   <= 0;
            m_valid    <= 0;
        end else begin
            m_opA      <= e_opA;
            m_opB      <= e_opB;
            m_negate   <= e_negate;
            m_e_product <= e_product;
            m_mul_op   <= mul_op;
            m_valid    <= valid_in;
        end
    end
    MUL_M mul_m (
        .opA(m_opA),
        .opB(m_opB),
        .negate(m_negate),
        .E_product(m_e_product),
        .M_product(m_product)
    );
    always_ff @(posedge clk or posedge rst) begin
        if (rst) begin
            w_opA       <= 0;
            w_opB       <= 0;
            w_negate    <= 0;
            w_m_product <= 0;
            w_mul_op    <= 0;
            w_valid     <= 0;
        end else begin
            w_opA       <= m_opA;
            w_opB       <= m_opB;
            w_negate    <= m_negate;
            w_m_product <= m_product;
            w_mul_op    <= m_mul_op;
            w_valid     <= m_valid;
        end
    end
    MUL_W mul_w (
        .opA(w_opA),
        .opB(w_opB),
        .negate(w_negate),
        .mul_op(w_mul_op),
        .M_product(w_m_product),
        .rd(rd)
    );
    assign valid_out = w_valid;
endmodule
==> run summary <==
run metrics: DR vias=~74,000, Dominant cell area share=0.183, hpwl dp=214,000 µm, TritonCTS clock tree=yes, Fin Clk Skew=roughly 0.015 ns, Hold Vio Cnt, Final=0, Die Span Y=422 µm, Via density=around 6.0, OpenROAD warnings=62, chip area=roughly 0.18 mm², Post-synth top cells=ha_1 (1,030), nand2_1 (960), nor2_1 (923), cts hold-fix bufs=0, synthesized area=~0.07 mm², Yosys top cell by area=ha_1, critical path class=flop to primary output, layout cells sized above 1=0.0657, CTS Buf Count=17, vias in the first global route=67,763, CORE AREA=~0.17 mm², DRC errors left=0, startpoint types=flop, GRT Resource Usage Total=0.287, Final Cycle Share=0.660, Synth top cell by count=ha_1, Post-synth EDFFs=0, # IOs=a little over 100, initial antenna violation count=13, Placer Congestion=between 1 and 1.5, Post-DP Area=around 0.075 mm², Iter 0 DRT Violations=between 4,000 and 5,000, total global routing overflow=0, CP peak stage delay=0.69 ns, yosys cell count=9,858, fin area=0.0754 mm², Worst Path Required=~40 ns, Final setup viols=0, unrepaired setup endpoints after global routing=no, minimum clock period=approximately 33 ns, # port buffers=a little under 100, Clock Path Buffers=2, crit path max fanout=11, register share after synthesis=0.0703, top_reg_cell synth=dfrtp_1, Clock transition at path regs=~0.08 ns, Hold WC Path Type=flop to flop, mux share=0.0498, post-synthesis cell count=slightly below 10,000, pin count of the biggest net entering global routing=~57, cts repair resizes=0, Synth cell types=~110, MaxCap Viol Count=0, CP most frequent cell=ha_1, clk sink count=198, Slew Limit Fails=0, root buffer cell=clkbuf_16, Crit. End Element=primary output, AND/OR/NAND/NOR Cells, Area Fraction=0.220, setup TNS=0 ns, yosys adder share=0.192, FMAX=just over 30 MHz, outcome=complete, no violations, Ys Warns=6, starting density of the core=0.404, clock latency on the worst-skew pair=0.54 ns, antenna viol nets, final=0, Chip Area, Yosys=about 0.070 mm², Top logic family=AND-OR/OR-AND gates, Syn Area/Cell=roughly 7.1 µm², Place WS=18.28 ns, H-tree lvl count=4, yosys aoi share=0.326, crit path setup slack, layout=about 17 ns, ys flops=a little under 200, Setup Buffers After CTS=0, Rel. slew slack=0.308, yosys xor share=0.103, CP max-delay cell=nor4_1, top cells by area=ha_1 (18%), dfrtp_1 (7.0%), xnor2_1 (6.7%), a21oi_1 (6.4%), nand2_1 (5.1%), row count=roughly 150, Routed WL=258,000 µm, DR pass1 iterations=6, first-pass GRT wire length=a little under 400,000 µm, CP arrival=around 23 ns, Die W=422 µm, Post-Route Utilization=0.432, post-synthesis async set-or-reset flop share=1.00, Area growth syn-to-layout=7.04%, Slew @ Worst Pin=slightly above 1 ns, drt wl/cell=around 21 µm
## through the flow
| step | hold WS, ns | instances |
|---|---|---|
| after floorplan | 0.331 | 9858 |
| after global placement | 0.333 | 12158 |
| after detailed placement | 0.335 | 12158 |
| after CTS | 0.354 | 12190 |
| after global routing | 0.360 | 12198 |
| final | 0.353 | 12199 |
## path summary, 6_finish.rpt
kind | start | endpoint | slack [ns] | depth (start not counted)
setup / recovery | w_opB[1] | rd[24] | 17.06 | 85
hold / removal | m_negate | w_negate | 0.35 | 0
setup reg to reg | m_opB[1] | w_m_product[50] | 29.83 | 95
hold reg to reg | m_negate | w_negate | 0.35 | 0
max in group asynchronous | rst | w_opB[27] | 38.67 | 4
min in group asynchronous | rst | m_opB[21] | 9.87 | 2
## sequential cells by signal (all words and copies together), names as in the netlist
register     count
m_e_product     43
m_mul_op         2
m_negate         1
m_opA           21
m_opB           32
w_m_product     54
w_mul_op         2
w_negate         1
w_opA           10
w_opB           32
## worst max-delay path: cells and delay by family (launching register included)
kind | cells | cell delay (ns)
xor+xnor | 8 | 1.09
compound gates | 34 | 9.25
fa+ha+maj | 10 | 3.79
flops | 1 | 0.66
mux | 3 | 1.01
simple gates | 25 | 5.57
buf+inv | 5 | 1.16
## routing by layer
metal  wire [µm]  GRT usage  vias to the layer above
met1      112000      0.379                    34494
met5          12          0                        -
met4       14300      0.132                        2
met2      120000      0.478                     1863
met3       11200     0.0197                      392
li1            -          -                    36813
## cell usage in the layout (no fill, tap or decap), types with 38 or more instances in the layout
cell type        instances
a211o_1                 57
a211oi_1               127
a21boi_0                38
a21o_1                 382
a21oi_1                906
a31oi_1                121
and2_1                  98
and3_1                 104
buf_4                  182
clkdlybuf4s50_1         99
dfrtp_1                185
ha_1                  1030
inv_1                  422
mux2_2                 233
mux2i_1                 85
nand2_1                960
nand2b_1               152
nand3_1                242
nand4_1                 77
nor2_1                 922
nor2b_1                116
nor3_1                 232
nor4_1                  43
o211ai_1               104
o21a_1                 228
o21ai_0                643
o21bai_1                92
o31ai_1                112
or2_2                   42
or3_1                  107
xnor2_1                526
xor2_1                 286
## area by class of cell
class / instances / area, µm²
clock buffers: 17 / 425
inverters: 429 / 1620
well taps: 2325 / 2910
flip-flops and latches: 198 / 4970
fillers: 17422 / 99000
multi-input cells: 8925 / 62900
diodes: 9 / 22.5
clock inverters: 15 / 223
repair buffers: 281 / 2360
## cell families (layout without fill, tap and decap cells)
| logic type | count (synthesis) | after routing |
|---|---|---|
| mux | 321 | 321 |
| xor+xnor | 830 | 830 |
| buf+inv | 735 | 742 |
| other cells | 1 | 10 |
| compound gates | 3450 | 3450 |
| fa+ha+maj | 1061 | 1061 |
| flops | 198 | 198 |
| simple gates | 3262 | 3262 |
