File: design/flow/run.sh
#!/bin/bash
# OpenROAD 26Q1-2900-gdf79404cd8, Yosys 0.63+post, stock flow scripts
make -C /OpenROAD-flow-scripts/flow DESIGN_CONFIG=/design/flow/config.mk WORK_HOME=/design/flow/orfs finish
File: design/flow/config.mk
export PLATFORM = sky130hd
export DESIGN_NAME = MUL_WRAPPER
export DESIGN_NICKNAME = MUL_WRAPPER
export VERILOG_FILES = /design/flow/design.v
export SDC_FILE = /design/flow/constraint.sdc
export NUM_CORES = 4
export LEC_CHECK = 1
export CORE_UTILIZATION = 30
File: design/flow/constraint.sdc
current_design MUL_WRAPPER

set clk_period 44.2
set clk_io_pct 0.2

create_clock -name clk0 -period $clk_period

set non_clock_inputs [all_inputs -no_clocks]
set_input_delay [expr $clk_period * $clk_io_pct] -clock clk0 $non_clock_inputs
set_output_delay [expr $clk_period * $clk_io_pct] -clock clk0 [all_outputs]
File: design/flow/design.v
module MUL_E (
    input logic [31:0] rs1,
    input logic [31:0] rs2,
    input logic [1:0] mul_op,  
    output logic [63:0] E_product,
    output logic negate,
    output logic [31:0] opA,
    output logic [31:0] opB
);
always_comb begin
    E_product = 64'b0;
    case (mul_op)
        2'b00: begin  
            opA    = (rs1[31]) ? (~rs1 + 1) : rs1;   
            opB    = (rs2[31]) ? (~rs2 + 1) : rs2;
            negate = rs1[31] ^ rs2[31];
        end
        2'b01: begin  
            opA    = (rs1[31]) ? (~rs1 + 1) : rs1;
            opB    = (rs2[31]) ? (~rs2 + 1) : rs2;
            negate = rs1[31] ^ rs2[31];
        end
        2'b10: begin  
            opA    = (rs1[31]) ? (~rs1 + 1) : rs1;  
            opB    = rs2;                            
            negate = rs1[31];
        end
        2'b11: begin  
            opA    = rs1;
            opB    = rs2;
            negate = 1'b0;
        end
    endcase
    for (int i = 0; i < 11; i++) begin
        if (opA[i]) E_product += {32'b0, opB} << i;
    end
end
endmodule
module MUL_M (
    input logic [31:0] opA,
    input logic [31:0] opB,
    input logic negate,
    input logic [63:0] E_product,
    output logic [63:0] M_product
);
always_comb begin
    M_product = E_product;
    for (int i = 11; i < 22; i++) begin
        if (opA[i]) M_product += {32'b0, opB} << i;
    end
end
endmodule
module MUL_W (
    input logic [31:0] opA,
    input logic [31:0] opB,
    input logic negate,
    input logic [1:0] mul_op,  
    input logic [63:0] M_product,
    output logic [31:0] rd
);
logic [63:0] W_product;
logic [63:0] corrected;
always_comb begin
    W_product = M_product;
    for (int i = 22; i < 32; i++) begin
        if (opA[i]) W_product += {32'b0, opB} << i;
    end
    corrected = negate ? (~W_product + 1) : W_product;
end
always_comb begin
    case (mul_op)
        2'b00: rd = corrected[31:0];    
        2'b01: rd = corrected[63:32];   
        2'b10: rd = corrected[63:32];   
        2'b11: rd = corrected[63:32];   
    endcase
end
endmodule
`timescale 1ns/1ps
module MUL_WRAPPER(
    input [31:0] A_EX,
    input [31:0] B_EX,
    input [31:0] A_MEM,
    input [31:0] B_MEM,
    input [31:0] A_WB,
    input [31:0] B_WB,
    input [1:0] MUL_OP_E,
    input [1:0] MUL_OP_W,
    input [63:0] E_PIN, 
    input [63:0] W_PIN,
    output [63:0] E_POUT, 
    output [31:0] E_AOUT, 
    output [31:0] E_BOUT, 
    output [31:0] M_OUT, 
    output [31:0] C
);
wire negate_e, negate_m, negate_w;
assign negate_e = MUL_OP_E[1] && (A_EX[31]^B_EX[31]); 
assign negate_w = MUL_OP_E[1] && (A_WB[31]^B_WB[31]); 
MUL_E MUL_STAGE_1(
    .rs1(A_EX),
    .rs2(B_EX),
    .mul_op(MUL_OP_E),  
    .E_product(E_POUT),
    .negate(negate_e),
    .opA(E_AOUT),
    .opB(E_BOUT)
);
MUL_M MUL_STAGE_2(
    .opA(A_MEM),
    .opB(B_MEM),
    .negate(),
    .E_product(E_PIN),
    .M_product(M_OUT)
);
MUL_W MUL_STAGE_3(
    .opA(A_WB),
    .opB(B_WB),
    .negate(negate_w),
    .mul_op(MUL_OP_W),  
    .M_product(M_product),
    .rd(C)
);
endmodule
==> Table 3: Implementation characteristics <==
Table: implementation figures

Parameter                              Value

Status
  Status .................. complete, no violations

Synth
  Number of library cell types mapped by synthesis .................. 111
  Most repeated cell in the gate-level netlist after synthesis .................. sky130_fd_sc_hd__ha_1
  Yosys Instances .................. 6,883
  Number of warnings reported in the yosys synthesis log .................. 7
  Largest area contributor in the synthesized netlist .................. sky130_fd_sc_hd__ha_1
  Dominant cell area share .................. 20.5%
  Top cells by area in the synthesized netlist .................. sky130_fd_sc_hd__ha_1 20%, sky130_fd_sc_hd__xnor2_1 8.0%, sky130_fd_sc_hd__a21oi_1 6.6%
  Post-synthesis instance area .................. 46,700 µm²
  Synthesized instance count .................. 6,883
  Synth Seq Share .................. 0%
  Ranking of synthesized cells by instance count .................. 765 x sky130_fd_sc_hd__ha_1, 681 x sky130_fd_sc_hd__nand2_1, 643 x sky130_fd_sc_hd__nor2_1, 620 x sky130_fd_sc_hd__a21oi_1, 487 x sky130_fd_sc_hd__o21ai_0
  Area of the synthesized netlist per yosys stat .................. 46,700 µm²
  Mean cell area of the mapped netlist .................. 6.79 µm²

Min path
  Instance count along the most critical hold path .................. 0
  HP Start .................. E_PIN[0]
  Class of the worst hold path .................. in2out

Finish
  Count of clock buffers in the final design .................. 0
  Post-route cell area .................. 52,500 µm²
  Final standard cell utilization of the core .................. 34.0%
  Final std cells w/o fill .................. 9,140
  Combinational cell area excluding buffers and inverters .................. 44,500 µm²
  Register area .................. 0 µm²
  Share of final-layout standard cells stronger than drive strength 1 .................. 5.74%
  Area added between synthesis and finish .................. 12.3%
  Filler instances .................. 16,245
  Count of flip-flops and latches .................. 0

Place
  Placer Congestion .................. 0.923
  Total placed cells including tap cells .................. 9,136
  IO Port Bufs .................. 323
  Post-placement setup slack .................. 5100 ps
  Area of placed instances .................. 52,500 µm²
  Placed wire-length estimate after detailed placement .................. 127,000 µm

Clocking
  Count of hold-fix buffers inserted at cts .................. 0
  Number of buffers inserted to repair setup after CTS .................. 0
  Number of resized instances in the post-cts repair step .................. 0

Floorplan
  Chip height .................. 397 µm
  Die width .................. 397 µm
  Die Area .................. 157,000 µm²
  Std cell rows .................. 144
  Area of the core region .................. 154,000 µm²
  FP Core Util .................. 30.3%
  Top-level I/O count .................. 516

Timing
  RSZ-0062 raised after global routing .................. no
  Upper clock frequency limit .................. 25.4 MHz
  Post-layout minimum cycle time .................. 39,360 ps
  Rel. slew slack .................. 32.4%
  Portion of the clock cycle consumed by the worst path in the final layout .................. 89.1%
  Count of final max-slew check failures .................. 0
  Setup WS post-layout .................. 4840 ps
  Final Setup Violations .................. 0
  Total count of hold-check failures in the final report .................. 0
  Transition time of the tightest slew-check pin .................. 988 ps
  Sum of negative setup slack .................. 0 ps

Global route
  Largest net degree at the start of global routing .................. 54
  GR Util All Layers .................. 18.7%
  Grt ovf .................. 0
  Number of antenna violations at the first check in global routing .................. 4
  Global-route wire length before repair .................. 238,000 µm
  Vias in the first global route .................. 44,196

Critical path
  Type of destination of the critical path .................. output port
  Critical path origin .................. B_EX[0]
  CP Buf/Inv Count .................. 8
  Logic depth of the worst path, buffers included .................. 96
  Maximum single-stage delay on the critical path .................. 700 ps
  Largest delay share family, worst path .................. AND-OR/OR-AND gates
  Worst path required time .................. 35,360 ps
  Slowest stage cell on the critical path .................. sky130_fd_sc_hd__o41ai_1
  Critical Path Start Type .................. input pin
  Crit path max fanout .................. 14
  Data arrival time at the worst-slack endpoint .................. 30,520 ps
  Type of the worst setup path .................. in2out

Routing
  Vias after detailed routing .................. 49,375
  Final ANT Viol Nets .................. 0
  Average routed wire per standard cell .................. 16.4 µm
  Wire length reported by the detailed router .................. 150,000 µm
  Average vias per placed instance .................. 5.40
  Number of iterations in the first detailed-routing pass .................. 25
  Drt initial violations .................. 3,032
  Remaining design rule violation count .................. 0

Run
  Count of warning messages emitted by the tools .................. 182
  Number of maximum-capacitance violations .................. 0
-- kinds of logic (layout without fill, tap and decap cells) --
kind of cell | count (synthesis) | count (layout) | share of synthesized area [%]
xor+xnor | 645 | 645 | 12.2
compound gates | 2303 | 2303 | 32.1
fa+ha+maj | 797 | 797 | 21.8
mux | 247 | 247 | 5.76
buf+inv | 624 | 813 | 5.30
simple gates | 2266 | 2266 | 22.8
other cells | 1 | 25 | 0.00803
-- routing by layer --
metal  up-vias  track usage (%)  wire length (µm)
met1     22484             26.8             72200
met5         -                0                37
met2       993             31.2             68700
li1      25783                -                 -
met3       109             1.82              7320
met4         6             1.96              1720
-- final cells by class --
cell class	instances	share of cell area [%]
Multi-Input combinational cell	6279	84.8
Inverter	393	2.81
Tap cell	2044	4.87
Antenna cell	4	0.0191
Timing Repair Buffer	420	7.48
-- metrics by stage --
step	hold slack (ps)
2_1_floorplan	17710
3_3_place_gp	17680
3_5_place_dp	17680
4_1_cts	17680
5_1_grt	17680
6_report	17680
-- layout by cell type, fill, tap and decap left out, types with 97 or more instances in the layout --
| cell | instances |
|---|---|
| sky130_fd_sc_hd__xor2_1 | 211 |
| sky130_fd_sc_hd__nand3_1 | 136 |
| sky130_fd_sc_hd__nor2_1 | 643 |
| sky130_fd_sc_hd__nor3_1 | 165 |
| sky130_fd_sc_hd__o21a_1 | 154 |
| sky130_fd_sc_hd__xnor2_1 | 412 |
| sky130_fd_sc_hd__clkdlybuf4s50_1 | 316 |
| sky130_fd_sc_hd__nand2_1 | 681 |
| sky130_fd_sc_hd__buf_4 | 97 |
| sky130_fd_sc_hd__a21oi_1 | 619 |
| sky130_fd_sc_hd__nand2b_1 | 110 |
| sky130_fd_sc_hd__ha_1 | 765 |
| sky130_fd_sc_hd__mux2_2 | 168 |
| sky130_fd_sc_hd__inv_1 | 384 |
| sky130_fd_sc_hd__nor2b_1 | 99 |
| sky130_fd_sc_hd__a21o_1 | 225 |
| sky130_fd_sc_hd__o21ai_0 | 486 |
-- worst paths after layout --
kind / end / slack, ps
setup / recovery: E_POUT[39] / 4840
hold / removal: M_OUT[0] / 17680
