### ./config.mk
export PLATFORM = sky130hd
export DESIGN_NAME = DIVIDER_wrapper
export DESIGN_NICKNAME = DIVIDER_wrapper
export VERILOG_FILES = /design/flow/design.v
export SDC_FILE = /design/flow/constraint.sdc
export NUM_CORES = 4
export LEC_CHECK = 1
export CORE_UTILIZATION = 50
### ./constraint.sdc
current_design DIVIDER_wrapper

set clk_period 16.7
set clk_io_pct 0.2

create_clock -name clk0 -period $clk_period [get_ports {clk}]

set non_clock_inputs [all_inputs -no_clocks]
set_input_delay [expr $clk_period * $clk_io_pct] -clock clk0 $non_clock_inputs
set_output_delay [expr $clk_period * $clk_io_pct] -clock clk0 [all_outputs]
### ./design.v
module DIVIDER (
    input logic [31:0] nume,
    den,
    input en,
    clk,
    clr,
    output logic [31:0] quotient,
    remainder,
    output reg done,
    busy
);
  logic [63:0] DEN, NEXT_DEN, NEXT_NUME, NUME;
  logic [31:0] NEXT_q, current_q;
  logic [5:0] NEXT_counter, counter;
  logic NEXT_done, current_done = 0, check, running;
  assign busy = ~current_done;
  assign done = current_done;
  assign quotient = current_q;
  assign remainder = NUME[31:0];
  always_ff @(posedge clk) begin
    if (en && current_done) begin
      current_done <= 0;
      counter <= 0;
      current_q <= NEXT_q;
      NUME <= {32'b0, nume};
      DEN <= {den, 32'b0};
    end else if (clr) begin
      counter <= 0;
      current_done <= 1;
    end else begin
      DEN <= NEXT_DEN;
      NUME <= NEXT_NUME;
      current_done <= NEXT_done;
      current_q <= NEXT_q;
      counter <= NEXT_counter;
    end
  end
  always_comb begin
    NEXT_done = 1;
    NEXT_counter = 0;
    NEXT_NUME = 0;
    NEXT_DEN = 0;
    NEXT_q = 0;
    if (~current_done) begin
      if (counter == 0) begin
        case (den)
          0: begin
            NEXT_DEN  = {32'b0, 32'hffffffff};
            NEXT_NUME = {32'b0, 32'hffffffff};
            NEXT_done = 1;
          end
          1: begin
            NEXT_NUME = 64'b0;
            NEXT_q = nume;
            NEXT_done = 1;
          end
          2: begin
            NEXT_NUME = {63'b0, nume[0]};
            NEXT_q = nume >> 1;
            NEXT_done = 1;
          end
          4: begin
            NEXT_NUME = {62'b0, nume[1:0]};
            NEXT_q = nume >> 2;
            NEXT_done = 1;
          end
          8: begin
            NEXT_NUME = {61'b0, nume[2:0]};
            NEXT_q = nume >> 3;
            NEXT_done = 1;
          end
          default: begin
            NEXT_DEN = DEN >> 1;
            NEXT_q   = current_q << 1;
            if (NUME >= DEN) begin
              NEXT_NUME = NUME - DEN;
              NEXT_q[0] = 1;
            end else begin
              NEXT_NUME = NUME;
            end
            NEXT_counter = counter + 1;
            NEXT_done = 0;
          end
        endcase
      end else begin
        NEXT_DEN = DEN >> 1;
        NEXT_q   = current_q << 1;
        if (NUME >= DEN) begin
          NEXT_NUME = NUME - DEN;
          NEXT_q[0] = 1;
        end else begin
          NEXT_NUME = NUME;
        end
        NEXT_counter = counter + 1;
        if (counter != 32) begin
          NEXT_done = 0;
        end
      end
    end
  end
endmodule
module DIVIDER_wrapper (
    input clk,
    go,
    clr,
    input [1:0] func3,   
    input [31:0] rs1,
    rs2,
    output done,
    output logic [31:0] rd
);
  logic error, en, r_done;
  wire w_done;
  wire [31:0] quotient, remainder;
  logic [31:0] nume, den;
  DIVIDER divider (
      .nume(nume),
      .den(den),
      .en(en),
      .clk(clk),
      .clr(clr),
      .quotient(quotient),
      .remainder(remainder),
      .done(w_done)
  );
  assign done = r_done;
  always_ff @(posedge clk) begin
    en <= 0;
    r_done <= w_done;
    if (go) begin
      if (~func3[0]) begin
        nume <= rs1[31] ? ~rs1 + 1 : rs1;
        den  <= rs2[31] ? ~rs2 + 1 : rs2;
      end else begin
        nume <= rs1;
        den  <= rs2;
      end
      en <= 1;
    end
    if (func3[1]) begin   
      if (~func3[0] && (rs1[31] ^ rs2[31])) begin   
        rd <= ~remainder + 1;
      end else begin   
        rd <= remainder;
      end
    end else begin
      if (~func3[0] && (rs1[31] ^ rs2[31])) begin   
        rd <= ~quotient + 1;
      end else begin   
        rd <= quotient;
      end
    end
  end
endmodule
### ./run.sh
#!/bin/bash
# OpenROAD 26Q1-2900-gdf79404cd8, Yosys 0.63+post, stock flow scripts
make -C /OpenROAD-flow-scripts/flow DESIGN_CONFIG=/design/flow/config.mk WORK_HOME=/design/flow/orfs finish
==> impl_metrics.ini <==
; flow metrics
[status]
outcome = finished clean

[critical_path]
end_kind = flop
crit_path_cell_trace = clkdlybuf4s50_1, nor3_1, nand2b_1, nor4_2, nand2_1, nor4_2, nand2_1, o31ai_1, o21ai_0, xor2_1
cp-start-kind = input port
cpMaxStageDelayCell = clkdlybuf4s50_1
cp.buffers_inverters = 1
arrival_ns = 5.89
path_class = in2reg
required_ns = 17.02
crit_path_max_fanout = 5
critPathTopFamily = simple AND/OR/NAND/NOR gates
slowest_delay_ns = 0.48
r2r_setup_slack_ns = 12.84

[clock_network]
root_buffer = clkbuf_16
clkLatencyLatePin_ns = 0.60
post_cts_buffers = 0
cts_tree = yes
h-tree-depth = 1
hold_buffers = 0
cts.sinks = 265
clk_pin_slew_ns = 0.06
cts_buffers = 31
ctsResizeCount = 0
cts_buffer_depth = 3

[synthesis]
synth_area_sq_mm = 0.0172
syn_area_per_cell_sq_um = 8.79
ys.flop_type = edfxtp_1
ys_sh_mux_pct = 0.422
aoi_share_pct = 24.1
ys_seq_share_pct = 40.1
async_flop_share_pct = 0
edf_count = 160
synth-xor-area-share_pct = 8.96
yosys_area_sq_mm = 0.0172
ys_sh_adder_pct = 5.26
yosys.area_share.simple_pct = 16.0
synthCells = 1959
ys_cells = 1959
synth.distinct_cells = 83
synth-seq-cells = 265
yosysWarnings = 4
top_logic_kind = AND-OR/OR-AND gates

[power_and_ir_drop]
combPwrFrac_pct = 25.9
swShare_pct = 32.6
clockPowerShare_pct = 31.8
intPower_mw = 1.35
power_leakage_nw = 7.19
powerDensity_mw_per_mm2 = 103
ir_worst_vdd_mv = 0.0895
p_seq_share_pct = 42.3
p_sw_mw = 0.653

[finish]
drive_gt1_share_pct = 5.67
flop_area_sq_mm = 0.00691
mostFrequentLayoutCells = 191 x nor2_1, 178 x nand2_1, 166 x a21oi_1
fin_util_pct = 57.8
final_common_cell = nor2_1
fillers = 2944
final-comb-area_sq_mm = 0.00946
area_delta_synth_final_pct = 13.1

[flow_run]
max-cap-violations = 0
warning_count = 26

[sta]
worstMarginPinSlew_ns = 0.786
slew_viol_final = 0
setup_viol = 0
timing.fmax_mhz = 179
grt_setup_unrepaired = false
setup_tns_ns = 0
fin_crit_sh_pct = 33.4
fin_worst_skew_ns = 0.0250
relSlewSlack_pct = 47.6
final.min_clock_period_ns = 5.57
worst_slack_ns = 11.13
hold_viol = 0

[drt]
viasPerCell = 5.98
drt_first_iter_violations = 1183
post_drt_wl_per_cell_microns = 19.6
drt_wl_total_mm = 48.7
drc = 0
routed-via-count = 14800
postRouteAntennaNets = 0
drtPass1Iterations = 5

[global_routing]
grt_pass1_vias = 13700
grt_max_degree = 66
grt_pass1_wl_mm = 76.3
antenna_found_initial = 3
track_usage_pct = 29.1
grt.overflow.total = 0

[place]
post-place-ws_ns = 10.54
gp_congestion = 0.933
dp_hpwl_mm = 36.0
port_buffers = 101

[die]
core_sq_mm = 0.0337
boundaryPins = 102
rows = 67
initCoreUtil_pct = 51.1
die_y_microns = 188
chipArea_sq_mm = 0.0352
fp.dieW_microns = 188

[min_path]
hp-class = reg2reg
[cell type report]
class / instances / area share [%]
sequential: 265 / 35.5
inverter: 104 / 2.01
clock inverter: 18 / 0.649
tap: 448 / 2.88
timing repair buffer: 127 / 6.14
multi-input combinational: 1477 / 48.6
antenna: 1 / 0.0129
clock buffer: 38 / 4.23
[synth_stat cells (7+ instances only)]
cell type  number  area share [%]
a221oi_1       33             1.7
nor3b_1         7            0.31
o41ai_1         8            0.41
a21oi_1       166             4.8
inv_1         104             2.3
a22o_1         43             2.2
xor2_1         86             4.4
o22ai_1        33             1.2
and3_1         11            0.40
or3_1           9            0.33
nand3_1        46             1.3
nand2b_1       14            0.51
a21o_1         19            0.83
o31ai_1        18            0.79
a211oi_1       47             2.1
o21ai_0       142             4.1
nand4_1        24            0.87
edfxtp_1      160              28
nand2_1       178             3.9
nor3_1         33            0.96
a21boi_0        7            0.31
o21bai_1       14            0.61
dfxtp_1       105              12
nor2_1        191             4.2
nor4_1         23            0.84
ha_1           70             5.1
o21ai_1        14            0.41
nor2b_1        10            0.36
and2_1         12            0.44
o21a_1         13            0.57
clkbuf_1       77             1.7
a31oi_1        16            0.58
buf_2          17            0.49
o211ai_1       18            0.79
buf_1           9            0.20
xnor2_1        90             4.6
[routing by layer]
layer | vias to the layer above | share of wire, % | global-route usage (%)
met5 | - | 0.053 | 0
met4 | 4 | 2.2 | 5.35
met3 | 64 | 9.6 | 9.98
met2 | 537 | 39 | 37.5
met1 | 6889 | 49 | 49.4
li1 | 7314 | - | -
[metrics by stage]
stage          cells  power (mW)  hold slack, ns  cell area (sq um)
6_report        2478        2.01           0.457              19500
5_1_grt         2477        2.10           0.482              19500
4_1_cts         2477        2.01           0.461              19500
3_5_place_dp    2421        1.37           0.451              18500
3_3_place_gp    2421        1.37           0.440              18500
2_1_floorplan   1959        1.18           0.371              17200
[power groups by stage]
stage     sequential [mW]  clock, mW  combinational [mW]
4_1_cts             0.848      0.651               0.512
5_1_grt             0.859      0.675               0.570
6_report            0.849      0.639               0.519
[tightest hold or removal path, stage by stage, from the launching register on]
cell and delay (ns):
dfxtp_1 0.31, nand2_1 0.05, o21ai_1 0.05
[kinds of logic after synthesis]
| logic type | after synthesis |
|---|---|
| compound gates | 636 |
| simple gates | 587 |
| flops | 265 |
| buf+inv | 217 |
| xor+xnor | 176 |
| fa+ha+maj | 72 |
| mux | 6 |
[final timing paths]
check,from,to,depth (start not counted)
setup / recovery,rs2[2],den[30],10
setup reg to reg,divider.NUME[0],divider.NUME[1],13
hold reg to reg,divider.NUME[40],divider.NUME[40],2
hold / removal,divider.NUME[40],divider.NUME[40],2
[flip-flops by register name (all words and copies together) (netlist names)]
signal and flops:
divider.current_q 32, divider.DEN 64, nume 32, rd 32
en 1, divider.counter 6, divider.current_done 1, r_done 1
divider.NUME 64, den 32
Power figures rest on the tool's default switching activity, not on a simulated workload.
